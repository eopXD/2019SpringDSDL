--- ./design.v ---
module BUF(output Y, input A);
	buf #1 g0(Y, A);
endmodule
module NOT(output Y, input A);
	not #1 g0(Y, A);
endmodule
module NAND(output Y, input A, B);
	nand #2 g0(Y, A, B);
endmodule
module AND(output Y, input A, B);
	and #3 g0(Y, A, B);
endmodule
module NOR(output Y, input A, B);
	nor #2 g0(Y, A, B);
endmodule
module OR(output Y, input A, B);
	or #3 g0(Y, A, B);
endmodule
module XOR(output Y, input A, B);
	xor #5 g0(Y, A, B);
endmodule
module AND4(output Y, input A, B, C, D);
	wire w0, w1;
	AND g0(w0, A, B);
	AND g1(w1, C, D);
	AND g2(Y, w0, w1);
endmodule
module OR4(output Y, input A, B, C, D);
	wire w0, w1;
	OR g0(w0, A, B);
	OR g1(w1, C, D);
	OR g2(Y, w0, w1);
endmodule
module AND3(output Y, input A, B, C);
	wire w0;
	AND g0(w0, A, B);
	AND g1(Y, w0, C);
endmodule
module OR3(output Y, input A, B, C);
	wire w0;
	OR g0(w0, A, B);
	OR g1(Y, w0, C);
endmodule
module HA(output C, S, input A, B);
	XOR g0(S, A, B);
	AND g1(C, A, B);
endmodule
module FA(output C, S, input A, B, CI);
	wire c0, s0, c1, s1;
	HA ha0(c0, s0, A, B);
	HA ha1(c1, s1, s0, CI);
	assign S = s1;
	OR or0(C, c0, c1);
endmodule
module adder_rtl(
	output C3,        
	output[2:0] S,    
	input[2:0] A, B,  
	input C0          
	);
	assign {C3, S} = A+B+C0;
endmodule
module rca_gl(
	output C3,        
	output[2:0] S,    
	input[2:0] A, B,  
	input C0          
	);
	wire[3:0] c;
	assign c[0] = C0;
	assign C3 = c[3];
	FA fa0(c[1], S[0], A[0], B[0], c[0]);
	FA fa1(c[2], S[1], A[1], B[1], c[1]);
	FA fa2(c[3], S[2], A[2], B[2], c[2]);
endmodule
module cla_gl(
	output C3,        
	output[2:0] S,    
	input[2:0] A, B,  
	input C0          
	);
	wire[2:0] p, g;
	AND g0(g[0], A[0], B[0]);
	AND g1(g[1], A[1], B[1]);
	AND g2(g[2], A[2], B[2]);
	OR p0(p[0], A[0], B[0]);
	OR p1(p[1], A[1], B[1]);
	OR p2(p[2], A[2], B[2]);
	wire[3:0] c;
	assign c[0] = C0;
	assign C3 = c[3];
	AND  c11(w11, c[0], p[0]);
	AND  c21(w21, g[0], p[1]);
	AND4 c22(w22, c[0], p[0], p[1], 1);
	AND  c31(w31, g[1], p[2]);
	AND4 c32(w32, g[0], p[1], p[2], 1);
	AND4 c33(w33, c[0], p[0], p[1], p[2]);
	OR   c1(c[1], g[0], w11);
	OR4  c2(c[2], g[1], w21, w22, 0);
	OR4  c3(c[3], g[2], w31, w32, w33);
	wire[3:1] co;  
	FA s0(co[1], S[0], A[0], B[0], c[0]);
	FA s1(co[2], S[1], A[1], B[1], c[1]);
	FA s2(co[3], S[2], A[2], B[2], c[2]);
endmodule
module lab1_main();
	reg[2:0] a, b;
	reg c0;
	wire[2:0] s, s_gl;
	wire c3, c3_gl;
	adder_rtl adder(c3, s, a, b, c0);
	cla_gl adder_gl(c3_gl, s_gl, a, b, c0);
	integer delay, max_delay=0, time_max;
	always @(c3_gl, s_gl) begin
		delay = $time%100;
		if(delay>max_delay) begin
			max_delay = delay;
			time_max = $time/100;
		end
	end
	integer i, j, time0, time1;
	initial begin
		$dumpfile("lab1.vcd");
		$dumpvars(0, lab1_main);
		{a, b, c0} <= 0;
		for(i=0; i<128; i=i+1) begin
			for(j=0; j<128; j=j+1) begin
				{a, b, c0} <= i;
				#100;
				{a, b, c0} <= j;
				#100;
			end
		end
		if(time_max%2==1) begin  
			time0 = (time_max/2)/128;
			time1 = (time_max/2)%128;
		end
		else begin               
			time0 = (time_max/2-1)%128;
			time1 = (time_max/2)/128;
		end
		$write("Maximum delay is %2d ticks on transition", max_delay);
		a = time0/16; b = (time0%16)/2; c0 = time0%2;
		$write(" %b+%b+%b", a, b, c0);
		a = time1/16; b = (time1%16)/2; c0 = time1%2;
		$write(" --> %b+%b+%b\n", a, b, c0);
	end
endmodule
--- ./run.sh ---
#!/bin/bash
# OpenROAD 26Q1-2900-gdf79404cd8, Yosys 0.63+post, stock flow scripts
make -C /OpenROAD-flow-scripts/flow DESIGN_CONFIG=/design/flow/config.mk WORK_HOME=/design/flow/orfs finish
--- ./config.mk ---
export PLATFORM = sky130hd
export DESIGN_NAME = cla_gl
export DESIGN_NICKNAME = cla_gl
export VERILOG_FILES = /design/flow/design.v
export SDC_FILE = /design/flow/constraint.sdc
export NUM_CORES = 4
export LEC_CHECK = 1
export CORE_AREA = 10 10 70 70
export DIE_AREA = 0 0 80 80
--- ./constraint.sdc ---
current_design cla_gl

set clk_period 1.6
set clk_io_pct 0.2

create_clock -name clk0 -period $clk_period

set non_clock_inputs [all_inputs -no_clocks]
set_input_delay [expr $clk_period * $clk_io_pct] -clock clk0 $non_clock_inputs
set_output_delay [expr $clk_period * $clk_io_pct] -clock clk0 [all_outputs]
==> impl_metrics.ini <==
; generated from flow reports
[detailed_routing]
first_pass_iters = 2
wl_um = 499
drc_errors = 0
n_antenna_cell = 0
ant_nets = 0
wl_per_cell_um = 6.316
dr.first_iter.drc_count = 8
route.vias.total = 155
viasPerCell = 1.962

[placement]
io_buffer_count = 11
routabilityCongestion = 0.7751
placed_area_um2 = 349.1
hpwl_um = 433.3

[logic_synthesis]
synthTopCellsByArea = ha_1, inv_1, buf_4
synth_area_um2 = 196.4
syn_area_per_cell_um2 = 8.185
top_area_share_pct = 38.22
largest_area_cell = ha_1
netlist_instances = 24
synth_top_cell_by_count = inv_1
ys_seq_share_pct = 0
common_cells = inv_1, ha_1, buf_4, xnor2_1
ys_cells = 24
synth_chip_area_um2 = 196.4
yosysUniqueCellTypes = 9
ys_warn_count = 9

[final_layout]
seq_cell_count = 0
fin_area_um2 = 340.3
seq_area_um2 = 0
drive_above_1_share_pct = 54.55
syn2layout_area_growth_pct = 73.25
clock_buffers = 0

[flow_run]
cap_violations = 0
log.warning_count = 36

[setup_path]
crit_type = in2out
cp-end-kind = primary output
arrival_ns = 1.25
crit_path_start_kind = input pin
path_max_fanout = 2
startpoint = A[0]
required_ns = 1.28

[final_timing]
slew_viol_final = 0
relSlewSlack_pct = 85.82
rsz0062_at_grt = no
hold_viol = 0
hold_slack_ns = 1.085
tightestPinTransition_ns = 0.2123
max_freq_ghz = 0.6374
setup_viol = 0
fin_crit_ns = 1.569
fin_crit_sh_pct = 98.06

[pwr]
p_clk_share_pct = 0
power.total_mw = 0.07555
p_leak_nw = 0.1607
power.switching_mw = 0.03111
p_sw_share_pct = 41.18
power_frac_seq_pct = 0
peakVddDrop_mv = 0.03453
powerDensity_nw_per_um2 = 222.0
combPwrFrac_pct = 100.0
intPower_mw = 0.04444

[global_route]
grtUsageTotal_pct = 1.434
grt_max_degree = 3
grt_pass1_wl_um = 724
overflow = 0
antenna_found_initial = 0
first_global_vias = 161

[clocking]
post-cts-setup-buffers = 0

[die]
ioPinCount = 11
die-area_um2 = 6400
die_width_um = 80
die_y_um = 80
fp_util_pct = 5.751
row_count = 21
core_area_um2 = 3416

[min_path]
worstHoldStart = A[1]
hold_path_class = in2out
min_path_cells = 5

[run_status]
status = finished clean
-- metrics by stage --
step	instances	TNS (ns)	setup slack, ns	util (%)
final	79	0	0.03102	9.963
after global routing	79	0	0.003001	9.963
after CTS	79	0	0.02177	9.780
after detailed placement	79	-2.772	-0.7418	10.22
after global placement	79	-2.669	-0.6998	10.22
after floorplan	24	0	0.2048	-
-- cell usage in the layout, fill, tap and decap left out --
cell | synthesis | final
ha_1 | 6 | 3
ha_4 | 0 | 1
buf_2 | 0 | 7
o21bai_1 | 1 | 1
nor3b_4 | 0 | 1
xnor2_1 | 2 | 2
nor2b_1 | 1 | 1
nor3_4 | 0 | 1
dlygate4sd2_1 | 0 | 3
inv_1 | 8 | 4
ha_2 | 0 | 2
clkbuf_2 | 0 | 1
fa_1 | 1 | 1
inv_2 | 0 | 4
buf_4 | 3 | 1
-- power by group through the flow --
stage	clock [mW]	combinational (mW)	sequential (mW)
after CTS	0	0.0719	0
after global routing	0	0.0881	0
final	0	0.0756	0
-- area by class of cell --
type	count	area (um^2)
inverter	8	30.03
timing repair buffer	12	73.82
fill	404	3075
multi-input combinational	13	178.9
tap	46	57.56
-- worst max-delay path, stage by stage --
cell and delay, ns:
buf_2 0.09, inv_2 0.05, fa_1 0.52, inv_1 0.03, dlygate4sd2_1 0.23
-- routing by layer --
layer | share of wire (%) | vias to the layer above | wire length [um] | global-route usage, %
met1 | 44 | 61 | 219 | 1.657
met5 | 0 | - | 0 | 0
met2 | 31 | 9 | 155 | 1.846
met4 | 0 | 0 | 0 | 0
met3 | 25 | 0 | 123 | 1.591
li1 | - | 85 | - | -
-- path summary, 6_finish.rpt --
path | slack [ns] | endpoint
hold / removal | 1.08 | S[1]
setup / recovery | 0.03 | S[0]
-- repair_timing --
item | 4_1_cts | 5_1_grt
endpoints found under the setup margin | 4 | 2
hold buffers | 0 | 0
resized | 35 | 7
pin swaps | 6 | 4
endpoints found under the hold margin | 0 | 0
-- cell families (layout without fill, tap and decap cells) --
| group | after synthesis | after routing | synth area share [%] |
|---|---|---|---|
| xor+xnor | 2 | 2 | 8.919 |
| compound gates | 1 | 1 | 3.823 |
| fa+ha+maj | 7 | 7 | 48.41 |
| buf+inv | 11 | 20 | 26.75 |
| simple gates | 3 | 3 | 12.11 |
Power figures rest on the tool's default switching activity, not on a simulated workload.
